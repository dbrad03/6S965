==> flow/design.v <==
`default_nettype none
`timescale 1ns / 1ps
module axis_cordic #(
    parameter int C_S00_AXIS_TDATA_WIDTH = 32,
    parameter int C_M00_AXIS_TDATA_WIDTH = 32,
    parameter int NUM_STAGES             = 16,
    parameter int DATA_WIDTH             = 16,
    parameter int ANGLE_WIDTH            = 16
) (
    input  wire                                 s00_axis_aclk,
    input  wire                                 s00_axis_aresetn,
    input  wire                                 s00_axis_tlast,
    input  wire                                 s00_axis_tvalid,
    input  wire [C_S00_AXIS_TDATA_WIDTH-1:0]    s00_axis_tdata,
    input  wire [(C_S00_AXIS_TDATA_WIDTH/8)-1:0] s00_axis_tstrb,
    output wire                                 s00_axis_tready,
    input  wire                                 m00_axis_aclk,
    input  wire                                 m00_axis_aresetn,
    input  wire                                 m00_axis_tready,
    output wire                                 m00_axis_tvalid,
    output wire                                 m00_axis_tlast,
    output wire [C_M00_AXIS_TDATA_WIDTH-1:0]    m00_axis_tdata,
    output wire [(C_M00_AXIS_TDATA_WIDTH/8)-1:0] m00_axis_tstrb
);
    function automatic signed [ANGLE_WIDTH-1:0] atan_lut (input int idx);
        case (idx)
            0:  atan_lut = 16'sh2000;
            1:  atan_lut = 16'sh12E4;
            2:  atan_lut = 16'sh09FB;
            3:  atan_lut = 16'sh0511;
            4:  atan_lut = 16'sh028B;
            5:  atan_lut = 16'sh0146;
            6:  atan_lut = 16'sh00A3;
            7:  atan_lut = 16'sh0051;
            8:  atan_lut = 16'sh0029;
            9:  atan_lut = 16'sh0014;
            10: atan_lut = 16'sh000A;
            11: atan_lut = 16'sh0005;
            12: atan_lut = 16'sh0003;
            13: atan_lut = 16'sh0001;
            14: atan_lut = 16'sh0001;
            15: atan_lut = 16'sh0000;
            default: atan_lut = '0;
        endcase
    endfunction
    localparam signed [16:0] K_INV = 17'sh09B75;  
    logic signed [DATA_WIDTH+1:0]  x_reg      [NUM_STAGES-1:0];
    logic signed [DATA_WIDTH+1:0]  y_reg      [NUM_STAGES-1:0];
    logic signed [DATA_WIDTH+1:0]  z_reg      [NUM_STAGES-1:0];
    logic                   [1:0]  rotated    [NUM_STAGES-1:0];
    logic                                  tvalid_pipe [NUM_STAGES-1:0];
    logic                                  tlast_pipe  [NUM_STAGES-1:0];
    logic [(C_S00_AXIS_TDATA_WIDTH/8)-1:0] tstrb_pipe  [NUM_STAGES-1:0];
    logic signed [DATA_WIDTH+16:0] mag_prod;
    logic signed [DATA_WIDTH+16:0] mag_scaled;
    logic                   [15:0] magnitude;
    logic signed [ANGLE_WIDTH+1:0] angle_rot;
    logic signed [ANGLE_WIDTH+1:0] angle_clamp;
    logic        [ANGLE_WIDTH+1:0] angle_reg;
    logic        [ANGLE_WIDTH-1:0] angle;
    assign mag_scaled = (x_reg[NUM_STAGES-1] * K_INV) >>> 16;
    assign magnitude = (mag_scaled <= 0) ? 16'b0 : (mag_scaled > 17'sh0FFFF) ? 16'hFFFF : mag_scaled[15:0];
    assign angle_rot = rotated[NUM_STAGES-1][0] ?
                        (rotated[NUM_STAGES-1][1] ? -z_reg[NUM_STAGES-1] - 18'sh08000 :
                                                    -z_reg[NUM_STAGES-1] + 18'sh08000) :
                            -z_reg[NUM_STAGES-1];
    assign angle_clamp = angle_rot + 18'sh10000;
    assign angle     = (angle_rot < 0 ) ? angle_clamp[ANGLE_WIDTH-1:0] : angle_rot[ANGLE_WIDTH-1:0];
    assign m00_axis_tvalid =                     tvalid_pipe[NUM_STAGES-1];
    assign m00_axis_tlast  =                      tlast_pipe[NUM_STAGES-1];
    assign m00_axis_tstrb  =                      tstrb_pipe[NUM_STAGES-1];
    assign m00_axis_tdata  =                             {angle,magnitude};
    assign s00_axis_tready = m00_axis_tready || ~tvalid_pipe[NUM_STAGES-1];
    logic signed [DATA_WIDTH+1:0]  x_start;
    logic signed [DATA_WIDTH+1:0]  y_start;
    assign x_start = s00_axis_tdata[15] ? -$signed(s00_axis_tdata[15:0]) : $signed(s00_axis_tdata[15:0]);
    assign y_start = s00_axis_tdata[15] ? -$signed(s00_axis_tdata[31:16]) : $signed(s00_axis_tdata[31:16]);
    always_ff @(posedge s00_axis_aclk) begin
        if (s00_axis_aresetn==0) begin
            for (integer i = 0; i < NUM_STAGES; i = i + 1) begin
                x_reg[i] <= 16'b0;
                y_reg[i] <= 16'b0;
                z_reg[i] <= 16'b0;
                rotated[i] <= 2'b0;
                tvalid_pipe[i] <= 16'b0;
                tlast_pipe[i] <= 16'b0;
                tstrb_pipe[i] <= 16'b0;
            end
        end else begin
            if (s00_axis_tready) begin
                for (integer i = 1; i < NUM_STAGES; i = i + 1) begin
                    rotated[i] <= rotated[i-1];
                    tvalid_pipe[i] <= tvalid_pipe[i-1];
                    tlast_pipe[i]  <= tlast_pipe[i-1];
                    tstrb_pipe[i]  <= tstrb_pipe[i-1];
                    if (~tvalid_pipe[i-1]) begin         
                        x_reg[i] <= x_reg[i-1];
                        y_reg[i] <= y_reg[i-1];
                        z_reg[i] <= z_reg[i-1];
                    end else begin
                        if (y_reg[i-1] >= 0) begin
                            x_reg[i] <= x_reg[i-1] + (y_reg[i-1]>>>i);
                            y_reg[i] <= y_reg[i-1] - (x_reg[i-1]>>>i);
                            z_reg[i] <= z_reg[i-1] - atan_lut(i);
                        end else begin
                            x_reg[i] <= x_reg[i-1] - (y_reg[i-1]>>>i);
                            y_reg[i] <= y_reg[i-1] + (x_reg[i-1]>>>i);
                            z_reg[i] <= z_reg[i-1] + atan_lut(i);
                        end
                    end
                end
                if (s00_axis_tvalid) begin
                    rotated[0] <= {s00_axis_tdata[31],s00_axis_tdata[15]};  
                    x_reg[0]   <= (y_start >= 0) ? x_start + y_start : x_start - y_start;
                    y_reg[0]   <= (y_start >= 0) ? y_start - x_start : y_start + x_start;
                    z_reg[0]   <= (y_start >= 0) ? -atan_lut(0) :  atan_lut(0);
                    tvalid_pipe[0] <= 1'b1;
                    tlast_pipe[0]  <= s00_axis_tlast;
                    tstrb_pipe[0]  <= s00_axis_tstrb;
                end else begin
                    rotated[0] <= 2'b0;
                    x_reg[0] <= 16'b0;
                    y_reg[0] <= 16'b0;
                    z_reg[0]   <= 16'b0;
                    tvalid_pipe[0] <= 1'b0;
                    tlast_pipe[0] <= 1'b0;
                    tstrb_pipe[0] <= 1'b0;
                end
            end
        end
    end
endmodule
`default_nettype wire
==> flow/run.sh <==
#!/bin/bash
# OpenROAD 26Q1-2900-gdf79404cd8, Yosys 0.63+post, stock flow scripts
make -C /OpenROAD-flow-scripts/flow DESIGN_CONFIG=/design/flow/config.mk WORK_HOME=/design/flow/orfs finish
==> flow/config.mk <==
export PLATFORM = sky130hd
export DESIGN_NAME = axis_cordic
export DESIGN_NICKNAME = axis_cordic
export VERILOG_FILES = /design/flow/design.v
export SDC_FILE = /design/flow/constraint.sdc
export NUM_CORES = 4
export LEC_CHECK = 1
export CORE_UTILIZATION = 50
==> flow/constraint.sdc <==
current_design axis_cordic

set clk_period 131.0
set clk_io_pct 0.2

create_clock -name clk0 -period $clk_period [get_ports {s00_axis_aclk}]

set non_clock_inputs [all_inputs -no_clocks]
set_input_delay [expr $clk_period * $clk_io_pct] -clock clk0 $non_clock_inputs
set_output_delay [expr $clk_period * $clk_io_pct] -clock clk0 [all_outputs]
==> results.sh <==
# yosys + openroad results
export IMPL_cap_violations=0
export IMPL_rsz0062_at_grt="no"
export IMPL_worst_slew_pin_slew_ps=896.7
export IMPL_finalSetupTns_ps=0
export IMPL_die_h_um=396.5
export IMPL_ys_types=88
export IMPL_clock_sinks=867
export IMPL_reg2reg_to="y_reg[5][3]$_SDFFE_PN0P_"
export IMPL_yosys_warnings=8
export IMPL_drcViolationCount=0
export IMPL_hold_start="rotated[1][0]$_SDFFE_PN0P_"
export IMPL_cts_reportedPaths_clkPinSlew_ps=60
export IMPL_stdcell_area_mm2=0.08415
export IMPL_grt_first_pass_wirelength_um=337700
export IMPL_ant_nets=0
export IMPL_yosysCellCount=9822
export IMPL_cts_hold_buf=0
export IMPL_largest_reg_flops=287
export IMPL_crit_path_end_kind="primary output"
export IMPL_critPathKind="input pin to primary output"
export IMPL_die_w_um=396.5
export IMPL_core_rowCount=144
export IMPL_cp_max_fo=66
export IMPL_wire_per_inst_um=17.59
export IMPL_area_leaders="dfxtp_1 (22%), ha_1 (15%), xnor2_1 (6.6%)"
export IMPL_hold_path_class="flop to flop"
export IMPL_h_tree_depth=3
export IMPL_powerDensity_mw_per_mm2=9.894
export IMPL_viasPerCell=5.727
export IMPL_worstPathCellList="clkdlybuf4s50_1, nor2b_4, buf_4, inv_8, clkdlybuf4s50_1"
export IMPL_hold_path_depth=2
export IMPL_slew_violations=0
export IMPL_grt_pass1_vias=62597
export IMPL_p_sw_share_pct=33.10
export IMPL_layout_drive_gt1_share_pct=3.627
export IMPL_r2r_start="tvalid_pipe[15]$_SDFFE_PN0P_"
export IMPL_p_comb_share_pct=27.9
export IMPL_dr_total_vias=67770
export IMPL_crit_slowest_cell="buf_4"
export IMPL_worst_endpoint_arrival_ps=28140
export IMPL_antenna_cells=0
export IMPL_p_leak_uw=0.03561
export IMPL_cts_buffers=107
export IMPL_ir_drop_v=0.00001126
export IMPL_cpPeakStageDelay_ps=570
export IMPL_syn_inst=9822
export IMPL_coreArea_mm2=0.1542
export IMPL_period_needed_ps=54340
export IMPL_place_congestion=0.9206
export IMPL_cts_setup_buffers=0
export IMPL_dp_hpwl_um=154400
export IMPL_post_synth_top_area_fraction_pct=22.31
export IMPL_synth_area_mm2=0.07781
export IMPL_track_usage_pct=27.11
export IMPL_clock_power_share_pct=37.5
export IMPL_tool_warnings=83
export IMPL_ioPinCount=82
export IMPL_internal_power_uw=557.0
export IMPL_ys_area_mm2=0.07781
export IMPL_ys_flops=867
export IMPL_edf_count=0
export IMPL_power_switching_uw=275.6
export IMPL_syn_area_per_cell_um2=7.922
export IMPL_lay_top_cells="a21oi_1 (1020), ha_1 (911), nor2_1 (909), dfxtp_1 (853), nand2_1 (776)"
export IMPL_overflow=0
export IMPL_root_buffer="clkbuf_16"
export IMPL_ctsResizeCount=0
export IMPL_worst_r2r_path_depth=10
export IMPL_area_delta_synth_final_pct=8.151
export IMPL_routed_wl_um=208100
export IMPL_ys_seq_share_pct=22.31
export IMPL_clk_latency_ps=750
export IMPL_dr_pass1_iters=13
export IMPL_synth_area_leader_cell="dfxtp_1"
export IMPL_async_flop_share_pct=0
export IMPL_io_buffers=78
export IMPL_r2r_slack_ps=126470
export IMPL_hold_viol_final=0
export IMPL_dr_first_iter_drc_count=4664
export IMPL_required_ps=104800
export IMPL_max_slew_margin_rel_pct=39.44
export IMPL_antenna_found_initial=4
export IMPL_finalClockSkew_ps=41.58
export IMPL_cts_tree="done"
export IMPL_path_common_cell="clkdlybuf4s50_1"
export IMPL_chip_area_mm2=0.1572
export IMPL_status="finished clean"
export IMPL_min_to="rotated[2][0]$_SDFFE_PN0P_"
export IMPL_placed_cell_area_mm2=0.08042
export IMPL_setup_viol=0
export IMPL_seqPwrFrac_pct=34.6
export IMPL_critPathLaunchType="input pin"
export IMPL_clk_path_buf_depth=3
export IMPL_synth_main_ff_cell="dfxtp_1"
export IMPL_initial_core_util_pct=50.45
export IMPL_max_freq_mhz=18.40
export IMPL_finalCritPeriodShare_pct=41.48
export IMPL_layout_top_cell="a21oi_1"
export IMPL_grt_start_max_net_pins=175
[layout make-up]
class / instances / area, um2
Clock buffer: 136 / 2887
Inverter: 552 / 2087
Fill cell: 14162 / 70070
Sequential cell: 867 / 17370
Tap cell: 2044 / 2557
Multi-Input combinational cell: 7996 / 56850
Timing Repair Buffer: 175 / 1551
Clock inverter: 63 / 844.6
[metal layers]
metal / track usage [%] / share of wire, %
met3: 3.703 / 4.6
met5: 0 / 0.0038
met2: 39.85 / 42
met1: 42.73 / 50
met4: 6.440 / 2.7
[cell families (layout without fill, tap and decap cells)]
group                      count (synthesis)  after routing  share of synthesized area, %
AOI/OAI and AO/OA                       3001           3001                         24.00
xor gates and xnor gates                 814            814                         9.162
adders and majority gates               1086           1086                         19.15
buffers and inverters                   1043            926                         5.054
DFF                                      867            867                         22.31
muxes                                    395            395                         5.089
other                                      2             86                      0.009651
and+or+nand+nor                         2614           2614                         15.23
[how the worst max path moves through the flow]
stage,depth (start not counted),endpoint,startpoint,slack [ps]
5_1_grt,5,s00_axis_tready,m00_axis_tready,76560
6_report,5,s00_axis_tready,m00_axis_tready,76660
4_1_cts,5,s00_axis_tready,m00_axis_tready,76620
[through the flow]
stage	setup WS [ps]	utilization (%)	total power (uW)	hold slack, ps	std cells
floorplan	77510	-	472.5	417.4	9906
global placement	76630	52.15	521.3	438.6	11634
detailed placement	76640	52.15	522.8	442.4	11634
CTS	76620	54.57	838.4	418.2	11833
global route	76560	54.57	879.7	462.8	11833
finish	76660	54.57	832.6	428.6	11833
[cells in the mapped netlist, types with 175 or more instances]
cell type,n
dfxtp_1,867
xnor2_1,585
fa_1,175
ha_1,911
mux2i_1,390
a21o_1,210
nor3_1,225
inv_1,538
o21ai_0,688
nand2_1,776
a21oi_1,1020
a211oi_1,372
xor2_1,229
clkbuf_1,438
nor2_1,910
[critical path: cells and delay by family]
kind	cells	cell delay, ps
buffers and inverters	4	1790
AND/OR/NAND/NOR	1	110
[power by group through the flow]
stage / Clock [uW] / Combinational (uW) / Sequential (uW)
after CTS: 319 / 231 / 288
final: 312 / 232 / 288
after global routing: 330 / 260 / 290
No activity file was given, so power comes from the tool's default toggle rates.
