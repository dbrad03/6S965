`design/flow/config.mk`:
```
export PLATFORM = sky130hd
export DESIGN_NAME = fir_15
export DESIGN_NICKNAME = fir_15
export VERILOG_FILES = /design/flow/design.v
export SDC_FILE = /design/flow/constraint.sdc
export NUM_CORES = 4
export LEC_CHECK = 1
export CORE_UTILIZATION = 30
```
`design/flow/constraint.sdc`:
```
current_design fir_15

set clk_period 11.1
set clk_io_pct 0.2

create_clock -name clk0 -period $clk_period [get_ports {clk}]

set non_clock_inputs [all_inputs -no_clocks]
set_input_delay [expr $clk_period * $clk_io_pct] -clock clk0 $non_clock_inputs
set_output_delay [expr $clk_period * $clk_io_pct] -clock clk0 [all_outputs]
```
`design/flow/design.v`:
```
module fir_15
	(
        input wire clk,
        input wire rst,
        input wire signed [31:0] data_in,
        input wire data_in_valid,
        input wire signed [14:0][7:0] coeffs,
        output logic signed [31:0] data_out,
        output logic data_out_valid
	);
    localparam NUM_COEFFS = 15;
    logic signed [NUM_COEFFS-1:0][31:0] buffer;
    integer i;
    initial begin
        for (i = 0; i < NUM_COEFFS; i = i + 1) begin
            buffer[i] = 0;
        end
    end
    always_ff @(posedge clk) begin
        if (rst) begin
            for (i = 0; i < NUM_COEFFS; i = i + 1) begin
                buffer[i] <= 0;
            end
            data_out <= 0;
            data_out_valid <= 0;
        end else begin
            if (data_in_valid) begin
                buffer[0] <= data_in * $signed(coeffs[NUM_COEFFS-1]);
                for (i = 1; i < NUM_COEFFS-1; i = i + 1) begin
                    buffer[i] <= $signed(buffer[i-1]) + (data_in * $signed(coeffs[NUM_COEFFS-1-i]));
                end
                data_out <= $signed(buffer[NUM_COEFFS-2]) + (data_in * $signed(coeffs[0]));
            end
            data_out_valid <= data_in_valid;
        end
    end
endmodule
```
`design/flow/run.sh`:
```
#!/bin/bash
# OpenROAD 26Q1-2900-gdf79404cd8, Yosys 0.63+post, stock flow scripts
make -C /OpenROAD-flow-scripts/flow DESIGN_CONFIG=/design/flow/config.mk WORK_HOME=/design/flow/orfs finish
```
==> reports/metrics.csv <==
metric,value,unit
layout_min_cycle_time,8.60,ns
relSlewSlack,34.8,%
dp_hpwl,261000,um
warnings,28,
yosys-top-cells-area,"fa_1, ha_1, and2_1",
h-tree-depth,3,
fp_util,30.1,%
clock_latency,0.74,ns
top_cells_by_count,"fa_1, inv_1, and2_1, nand2_1, ha_1",
hp-class,reg2reg,
cp-start-kind,input port,
synth_cell_types,84,
fp.dieW,652,um
cts_resized,0,
fin_crit_sh,77.5,%
totalWireLength,342000,um
fill_cells,43100,
vias,89900,
outcome,"finished, final reports clean",
drt_first_pass_iters,22,
place_congestion,0.922,
cts_tree,done,
grt_pass1_wl,555000,um
final_cells,19200,
cts_setup_buffers,0,
top_area_cell,fa_1,
dr_wl_met3,30100,um
grt_max_degree,110,
clock_path_buffers,3,
ctsHoldBuffers,0,
io_pins,188,
yosys.stat.chipArea,127000,um2
chip_area,424000,um2
wl_met1,138000,um
final_max_slew_viol_count,0,
grt.total_usage,17.6,%
avgSynthCellArea,9.19,um2
syn_to_final_growth,8.17,%
fin_tns_setup,0,ns
root_buffer,clkbuf_16,
antenna_found_initial,32,
drt_iter0_markers,3709,
detail_route.wl_per_cell,17.8,um
crit_fanout,19,
endpoint_kind,flip-flop,
ys_seq_share,7.61,%
syn_area,127000,um2
synthArstFlopShare,0,%
ys.flop_type,dfxtp_1,
rsz0062_at_grt,false,
num_rows,238,
finalHoldViolations,0,
max_freq,116,MHz
yosysWarnings,1,
cts.sinks,481,
fin_skew,0.0417,ns
synth-edff-count,0,
worstMarginPinSlew,0.954,ns
synth_top_area_share,43.9,%
top_layer,met5,
required,11.67,ns
post-place-cells,19000,
path_clk_slew,0.06,ns
ys_ff,481,
grt_overflow,0,
drive_gt1_share,3.29,%
setup_viol,0,
grt_pass1_vias,96300,
ys_cells,13800,
die_h,652,um
drc_errors,0,
fin_area,137000,um2
max_cap_viol_count,0,
cts_buffers,72,
cp.arrival,9.17,ns
dpl-instance-area,134000,um2
wl_met2,165000,um
vias_per_cell,4.69,
core,420000,um2
criticalPathCategory,in2reg,
most_common_cell,fa_1,
syn_inst,13800,
ant_nets,0,
port_buffers,187,
==> placed cells by master (no fill, tap or decap), types with 13 or more instances in the layout <==
| master | Yosys | routed |
|---|---|---|
| o21ai_0 | 238 | 238 |
| o21bai_1 | 36 | 36 |
| nor2b_1 | 64 | 64 |
| a31oi_1 | 41 | 41 |
| nor3_1 | 66 | 66 |
| ha_1 | 1004 | 1004 |
| buf_4 | 0 | 249 |
| or3_1 | 23 | 23 |
| inv_1 | 2137 | 2137 |
| o21ai_1 | 28 | 28 |
| nand2_1 | 1423 | 1423 |
| clkinv_2 | 0 | 13 |
| a21o_1 | 183 | 183 |
| fa_1 | 2775 | 2775 |
| and3_1 | 42 | 42 |
| and2_1 | 1894 | 1894 |
| nand3_1 | 67 | 67 |
| clkdlybuf4s50_1 | 0 | 153 |
| clkbuf_16 | 0 | 73 |
| or2_2 | 15 | 15 |
| dfxtp_1 | 481 | 481 |
| nand4_1 | 20 | 20 |
| nand2b_1 | 125 | 124 |
| xor2_1 | 184 | 184 |
| o22ai_1 | 13 | 13 |
| o31ai_1 | 13 | 13 |
| xnor2_1 | 374 | 374 |
| buf_12 | 0 | 14 |
| nor2_1 | 847 | 846 |
| o21a_1 | 48 | 48 |
| a211oi_1 | 67 | 67 |
| a21oi_1 | 350 | 350 |
| mux2i_1 | 216 | 216 |
==> cell families after synthesis <==
| family | synth area share (%) |
|---|---|
| XOR/XNOR | 3.86 |
| flip-flops | 7.61 |
| multiplexers | 1.73 |
| AND-OR/OR-AND | 5.98 |
| adder cells (fa/ha/maj) | 53.8 |
| buffers and inverters | 8.70 |
| AND/OR/NAND/NOR | 18.3 |
==> metal layers <==
metal | vias up | track usage (%)
li1 | 41200 | -
met2 | 2455 | 28.5
met4 | 32 | 3.34
met1 | 45900 | 23.0
met5 | - | 0.283
met3 | 393 | 6.56
==> state kept, by name (all words and copies together) (netlist names) <==
name            flops
buffer            448
data_out           32
data_out_valid      1
==> area by class of cell <==
class,instances,area (um2),area share (%)
diodes,10,25.0,0.0183
flip-flops and latches,481,9630,7.03
well taps,5640,7060,5.15
repair buffers,420,3720,2.72
inverters,2141,8040,5.88
clock buffers,92,2000,1.46
multi-input cells,10400,106000,77.4
clock inverters,37,492,0.359
==> stage by stage <==
step,worst slack [ns],hold slack (ns),utilization [%]
3_3_place_gp,1.82,0.439,32.0
4_1_cts,2.64,0.451,32.6
2_1_floorplan,3.29,0.401,-
6_report,2.50,0.449,32.6
3_5_place_dp,1.87,0.443,32.0
5_1_grt,2.14,0.476,32.6
==> worst max-delay path: stages <==
cell and delay [ns]:
clkdlybuf4s50_1 0.74, clkinv_1 0.74, fa_1 0.78, inv_1 0.05
fa_1 0.48, fa_1 0.56, fa_1 0.42, fa_1 0.44
ha_1 0.34, o21a_1 0.13, o21ai_0 0.30, a21oi_1 0.19
a41oi_1 0.39, o21ai_1 0.21, a311oi_1 0.50, nor2_1 0.13
o21ai_1 0.17, mux2i_1 0.21, o311ai_0 0.14
==> final timing paths <==
path,start,to,slack [ns],depth (start not counted)
setup / recovery,coeffs[15],buffer[446],2.50,19
hold / removal,buffer[350],buffer[350],0.45,2
setup reg to reg,buffer[70],buffer[127],5.12,20
hold reg to reg,buffer[350],buffer[350],0.45,2
